==> design/flow/design.v <==
module hvsync_generator(clk, vga_h_sync, vga_v_sync, inDisplayArea, CounterX, CounterY);
input clk;
output vga_h_sync, vga_v_sync;
output inDisplayArea;
output [9:0] CounterX;
output [8:0] CounterY;
reg [9:0] CounterX;
reg [8:0] CounterY;
wire CounterXmaxed = (CounterX==10'h2FF);
always @(posedge clk)
if(CounterXmaxed)
	CounterX <= 0;
else
	CounterX <= CounterX + 1;
always @(posedge clk)
if(CounterXmaxed) CounterY <= CounterY + 1;
reg	vga_HS, vga_VS;
always @(posedge clk)
begin
	vga_HS <= (CounterX[9:4]==6'h2D);  
	vga_VS <= (CounterY==500);  
end
reg inDisplayArea;
always @(posedge clk)
if(inDisplayArea==0)
	inDisplayArea <= (CounterXmaxed) && (CounterY<480);
else
	inDisplayArea <= !(CounterX==639);
assign vga_h_sync = ~vga_HS;
assign vga_v_sync = ~vga_VS;
endmodule
==> design/flow/run.sh <==
#!/bin/bash
# OpenROAD 26Q1-2900-gdf79404cd8, Yosys 0.63+post, stock flow scripts
make -C /OpenROAD-flow-scripts/flow DESIGN_CONFIG=/design/flow/config.mk WORK_HOME=/design/flow/orfs finish
==> design/flow/config.mk <==
export PLATFORM = sky130hd
export DESIGN_NAME = hvsync_generator
export DESIGN_NICKNAME = hvsync_generator
export VERILOG_FILES = /design/flow/design.v
export SDC_FILE = /design/flow/constraint.sdc
export NUM_CORES = 4
export LEC_CHECK = 1
export CORE_AREA = 10 10 92 92
export DIE_AREA = 0 0 102 102
==> design/flow/constraint.sdc <==
current_design hvsync_generator

set clk_period 1.9
set clk_io_pct 0.2

create_clock -name clk0 -period $clk_period [get_ports {clk}]

set non_clock_inputs [all_inputs -no_clocks]
set_input_delay [expr $clk_period * $clk_io_pct] -clock clk0 $non_clock_inputs
set_output_delay [expr $clk_period * $clk_io_pct] -clock clk0 [all_outputs]
==> results_slide.txt <==
Flow Results at a Glance

Run status
  • Outcome: finished clean

Die
  • Die ar.: 0.0104 mm2
  • IO Pins: 23
  • Placeable Area: 0.00646 mm2
  • Die W: 102 um
  • Initial Util: 15.4%
  • Placement Rows: 29
  • Die height: 102 um

CTS
  • Num CTS Buffers: 3
  • Sink Count: 22
  • Clk root buf: clkbuf_8
  • H-tree depth: 1
  • CTS resizes: 0
  • Hold buffer count at CTS: 0
  • CTS tree: yes
  • Clk ins delay skew pair: 270 ps
  • Clk slew on worst S/H paths: 80 ps
  • Post-CTS setup buffers: 0
  • Clk buf depth: 2

Synthesis
  • Seq cells post-synth: 22
  • Yosys warnings: 1
  • Cells after synthesis: 91
  • Seq share, synth: 53.3%
  • Yosys stat area: 996 um2
  • Cell count in the Yosys report: 91
  • Number of distinct library cells after synthesis: 30
  • Mapped Area: 996 um2
  • Synthesized area per cell: 10.9 um2

Pwr
  • Pwr Total: 822 uW
  • P per Cell Area: 596 mW/mm2
  • Peak supply drop: 0.221 mV
  • Leakage power: 0.517 nW

Layout
  • Non-Filler Instances: 195
  • Fraction of layout cells with a size suffix above 1: 8.47%
  • Layout area overhead: 38.4%
  • Fin area: 0.00138 mm2
  • Post-layout util: 21.3%

Global route
  • Vias in the first global route: 699
  • Met2 GRT Util: 6.42%
  • Most used routing layer in global routing: met2
  • Pin count of the biggest net entering global routing: 13
  • Global-route usage over all layers: 4.26%
  • Global-route wire length before repair: 3590 um
  • Overflow after GRT: 0
  • Met3 global-route usage: 1.84%
  • Met1 usage: 5.52%
  • Initial antenna violation count: 0

Timing
  • Period utilization: 88.1%
  • WHS: 515 ps
  • Setup Skew: 7.54 ps
  • Max Freq: 0.597 GHz
  • Slew @ Worst Pin: 321 ps
  • Worst setup margin: 225 ps
  • RSZ-0062 raised after global routing: false
  • Post-Route Setup TNS: 0 ps
  • Setup violations, final: 0
  • Headroom to the max-slew limit: 78.4%
  • Final-report max-slew violation count: 0
  • Final hold viol count: 0
  • Tmin final: 1670 ps

Route
  • Drt pass-1 iters: 4
  • Final WL: 2260 um
  • Via count: 755
  • Post-route DRC: 0
  • Via/cell ratio: 3.87
  • Mean routed wirelength per cell: 11.6 um
  • DRT iter0 DRCs: 80
  • Ant diodes: 0
  • ANT nets after route: 0

Worst setup path
  • Required time of the critical path: 1520 ps
  • Worst Path Arrival: 1290 ps
  • Cell Chain, Critical Path: clkdlybuf4s50_1
  • R2R cell count: 5
  • CP max stage delay: 530 ps
  • Crit path max-delay family: buffers and inverters
  • Slowest CP cell: clkdlybuf4s50_1
  • Crit path kind: flop to output pin
  • CP endpoint kind: output pin
  • Worst R2R End: CounterY[8]
  • FF-to-FF setup slack: 290 ps
  • Startpoint types: flop
  • R2R Path Start: CounterX[0]
  • CP max FO: 6
  • Buffers plus inverters on the worst setup path: 1

Placed design
  • PortBufs: 22
  • Placed inst area: 0.00132 mm2
  • Setup WS pre-CTS: 306 ps
  • Cell count after placement: 191
  • Hpwl dp: 1760 um
  • Final GP Congestion: 0.847

Min path
  • Min-delay src: CounterX[7]
  • Hold Path Depth: 2
  • Hold endpoint: CounterX[7]
  • Hold Path Class: flop to flop

Run
  • Tool warnings: 26
  • Max-cap violations: 0
cell families (layout without fill, tap and decap cells):
family | Yosys count | after routing | share of synthesized area, %
compound gates | 9 | 9 | 7.16
fa+ha+maj | 3 | 3 | 3.77
flops | 22 | 22 | 53.3
simple gates | 39 | 39 | 22.7
mux | 1 | 1 | 1.13
buf+inv | 6 | 33 | 2.26
xor+xnor | 11 | 11 | 9.67
worst max path at each step:
stage,cells past startpoint,to,from,slack (ps)
after global routing,4,CounterX[8],CounterX[0],130
final,1,CounterX[5],CounterX[5],230
after CTS,1,CounterX[2],CounterX[2],220
metal layers:
layer / part of all wire, % / wire, um / vias to the layer above
li1: - / - / 380
met1: 45 / 1010 / 355
met2: 44 / 986 / 15
met3: 8.7 / 196 / 5
met4: 2.7 / 61 / 0
met5: 0 / 0 / -
state kept, by name (all words and copies together), names as in the netlist:
register       count
CounterX          10
vga_VS             1
inDisplayArea      1
vga_HS             1
CounterY           9
placed cells by master, fill, tap and decap left out, drive strengths merged, types with 2 or more instances in the layout:
| cell | n |
|---|---|
| clkbuf | 4 |
| dfxtp | 13 |
| and4 | 2 |
| nor2 | 7 |
| xnor2 | 6 |
| clkdlybuf4s50 | 22 |
| xor2 | 5 |
| inv | 5 |
| a41oi | 2 |
| nand3b | 2 |
| nand3 | 7 |
| ha | 3 |
| edfxtp | 9 |
| nand2 | 7 |
| buf | 2 |
| a21boi | 2 |
| and3 | 5 |
| nand4 | 3 |
synth_stat cells:
cell type | number | area [um2]
edfxtp_1 | 9 | 270
ha_1 | 3 | 37.5
a211o_1 | 1 | 8.76
nand4_4 | 1 | 21.3
or4_1 | 1 | 7.51
o31ai_1 | 1 | 7.51
nand4_1 | 2 | 12.5
and4_2 | 1 | 10.0
and2_1 | 1 | 6.26
nor2_1 | 7 | 26.3
o21a_1 | 1 | 7.51
nand3b_1 | 2 | 15.0
a41oi_1 | 2 | 17.5
mux2_2 | 1 | 11.3
clkbuf_1 | 1 | 3.75
a21boi_0 | 2 | 15.0
nand4b_1 | 1 | 8.76
nor3_1 | 1 | 5.00
nor2b_1 | 1 | 6.26
a21oi_1 | 1 | 5.00
o22a_2 | 1 | 10.0
nand2b_1 | 1 | 6.26
xor2_1 | 5 | 43.8
xnor2_1 | 6 | 52.6
and4_1 | 1 | 8.76
dfxtp_1 | 13 | 260
nand2_1 | 7 | 26.3
nand3_1 | 7 | 35.0
and3_1 | 5 | 31.3
inv_1 | 5 | 18.8
area by class of cell:
cell class / instances / area (um2)
Multi-Input combinational cell: 63 / 443
Tap cell: 77 / 96.3
Sequential cell: 22 / 531
Timing Repair Buffer: 24 / 235
Clock buffer: 4 / 55.1
Fill cell: 690 / 5080
Inverter: 5 / 18.8
where the power goes:
part | leakage (nW) | total, mW | internal, mW | switching, mW
Combinational | 0.279 | 0.000000279 | 0 | 0
Clock | 0.0288 | 0.335 | 0.185 | 0.150
Sequential | 0.209 | 0.487 | 0.487 | 0
Total | 0.517 | 0.822 | 0.672 | 0.150
No activity file was given, so power comes from the tool's default toggle rates.
